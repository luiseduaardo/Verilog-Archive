## config.mk

```make
export PLATFORM = sky130hd
export DESIGN_NAME = logic_unit
export DESIGN_NICKNAME = logic_unit
export VERILOG_FILES = /design/flow/design.v
export SDC_FILE = /design/flow/constraint.sdc
export NUM_CORES = 4
export LEC_CHECK = 1
export CORE_AREA = 10 10 70 70
export DIE_AREA = 0 0 80 80
```

## constraint.sdc

```tcl
current_design logic_unit

set clk_period 1.4
set clk_io_pct 0.2

create_clock -name clk0 -period $clk_period

set non_clock_inputs [all_inputs -no_clocks]
set_input_delay [expr $clk_period * $clk_io_pct] -clock clk0 $non_clock_inputs
set_output_delay [expr $clk_period * $clk_io_pct] -clock clk0 [all_outputs]
```

## design.v

```verilog
module not_gate(
    output Y, 
    input A
);
    nand(Y, A, A);
endmodule
module and_gate(
    output Y, 
    input A, B
);
    wire w1;
    nand(w1, A, B);
    nand(Y, w1, w1);
endmodule
module or_gate(
    output Y, 
    input A, B
);
    wire w1, w2;
    nand(w1, A, A);
    nand(w2, B, B);
    nand(Y, w1, w2);
endmodule
module xor_gate(
    output Y, 
    input A, B
);
    wire w1, w2, w3;
    nand(w1, A, B);
    nand(w2, A, w1);
    nand(w3, B, w1);
    nand(Y, w2, w3);
endmodule
module not8b(
    output wire [7:0] F,
    input wire [7:0] A
);
    not_gate ng0(F[0], A[0]);
    not_gate ng1(F[1], A[1]);
    not_gate ng2(F[2], A[2]);
    not_gate ng3(F[3], A[3]);
    not_gate ng4(F[4], A[4]);
    not_gate ng5(F[5], A[5]);
    not_gate ng6(F[6], A[6]);
    not_gate ng7(F[7], A[7]);
endmodule
module and8b(
    output wire [7:0] F,
    input wire [7:0] A,
    input wire [7:0] B
);
    and_gate g0(F[0], A[0], B[0]);
    and_gate g1(F[1], A[1], B[1]);
    and_gate g2(F[2], A[2], B[2]);
    and_gate g3(F[3], A[3], B[3]);
    and_gate g4(F[4], A[4], B[4]);
    and_gate g5(F[5], A[5], B[5]);
    and_gate g6(F[6], A[6], B[6]);
    and_gate g7(F[7], A[7], B[7]);
endmodule
module or8b(
    output wire [7:0] F,
    input wire [7:0] A,
    input wire [7:0] B
);
    or_gate g0(F[0], A[0], B[0]);
    or_gate g1(F[1], A[1], B[1]);
    or_gate g2(F[2], A[2], B[2]);
    or_gate g3(F[3], A[3], B[3]);
    or_gate g4(F[4], A[4], B[4]);
    or_gate g5(F[5], A[5], B[5]);
    or_gate g6(F[6], A[6], B[6]);
    or_gate g7(F[7], A[7], B[7]);
endmodule
module xor8b(
    output wire [7:0] F,
    input wire [7:0] A,
    input wire [7:0] B
);
    xor_gate g0(F[0], A[0], B[0]);
    xor_gate g1(F[1], A[1], B[1]);
    xor_gate g2(F[2], A[2], B[2]);
    xor_gate g3(F[3], A[3], B[3]);
    xor_gate g4(F[4], A[4], B[4]);
    xor_gate g5(F[5], A[5], B[5]);
    xor_gate g6(F[6], A[6], B[6]);
    xor_gate g7(F[7], A[7], B[7]);
endmodule
module full_adder1b(
    output S, Cout,
    input A, B, Cin
);
    wire xor_temp, and1_temp, and2_temp, and3_temp, or1_temp;
    xor_gate xor1 (xor_temp, A, B);
    xor_gate xor2 (S, xor_temp, Cin);
    and_gate and1 (and1_temp, B, Cin);
    and_gate and2 (and2_temp, A, B);
    and_gate and3 (and3_temp, A, Cin);
    or_gate or1 (or1_temp, and1_temp, and2_temp);
    or_gate or2 (Cout, or1_temp, and3_temp);
endmodule
module full_adder8b(
    output wire [7:0] S,
    output wire Cout,
    input wire [7:0] A,
    input wire [7:0] B,
    input wire Cin
);
    wire [6:0] carry;  
    full_adder1b FA0(S[0], carry[0], A[0], B[0], Cin);
    full_adder1b FA1(S[1], carry[1], A[1], B[1], carry[0]);
    full_adder1b FA2(S[2], carry[2], A[2], B[2], carry[1]);
    full_adder1b FA3(S[3], carry[3], A[3], B[3], carry[2]);
    full_adder1b FA4(S[4], carry[4], A[4], B[4], carry[3]);
    full_adder1b FA5(S[5], carry[5], A[5], B[5], carry[4]);
    full_adder1b FA6(S[6], carry[6], A[6], B[6], carry[5]);
    full_adder1b FA7(S[7], Cout,     A[7], B[7], carry[6]);
endmodule
module incrementer8b(
    output [7:0] S,
    output Cout,
    input  [7:0] A
);
    full_adder8b FA8B (
        .A(A),
        .B(8'b00000000),   
        .Cin(1'b1),        
        .S(S),
        .Cout(Cout)
    );
endmodule
module subtractor8b(
    output wire [7:0] S,
    output wire Borrow,
    input wire [7:0] A,
    input wire [7:0] B
);
    wire [7:0] notB;
    wire cout;
    not8b inverter(.F(notB), .A(B));
    full_adder8b FA (
        .S(S),
        .Cout(cout),
        .A(A),
        .B(notB),
        .Cin(1'b1)  
    );
    assign Borrow = ~cout;
endmodule
module decrementer8b(
    output wire [7:0] D,
    output wire Borrow,
    input wire [7:0] A
);
    wire [7:0] one_not;
    wire cout;
    wire [7:0] one = 8'b00000001;
    not8b inverter(.F(one_not), .A(one));
    full_adder8b FA (
        .S(D),
        .Cout(cout),
        .A(A),
        .B(one_not),
        .Cin(1'b1)
    );
    assign Borrow = ~cout;
endmodule
module mux2t1_1b(
    output wire F,
    input wire A, B,
    input wire Sel
);
    wire not_sel, and0, and1;
    not_gate n0(not_sel, Sel);
    and_gate a0(and0, A, not_sel);
    and_gate a1(and1, B, Sel);
    or_gate  o1(F, and0, and1);
endmodule
module mux2t1_8b(
    output wire [7:0] F,
    input wire [7:0] A,
    input wire [7:0] B,
    input wire Sel
);
    mux2t1_1b m0(F[0], A[0], B[0], Sel);
    mux2t1_1b m1(F[1], A[1], B[1], Sel);
    mux2t1_1b m2(F[2], A[2], B[2], Sel);
    mux2t1_1b m3(F[3], A[3], B[3], Sel);
    mux2t1_1b m4(F[4], A[4], B[4], Sel);
    mux2t1_1b m5(F[5], A[5], B[5], Sel);
    mux2t1_1b m6(F[6], A[6], B[6], Sel);
    mux2t1_1b m7(F[7], A[7], B[7], Sel);
endmodule
module mux4t1_1b(
    output wire F,
    input wire A, B, C, D,
    input wire [1:0] Sel
);
    wire w0, w1;
    mux2t1_1b mux0(w0, A, B, Sel[0]);
    mux2t1_1b mux1(w1, C, D, Sel[0]);
    mux2t1_1b mux2(F, w0, w1, Sel[1]);
endmodule
module mux4t1_8b(
    output wire [7:0] F,
    input wire [7:0] A, B, C, D,
    input wire [1:0] Sel
);
    mux4t1_1b m0(F[0], A[0], B[0], C[0], D[0], Sel);
    mux4t1_1b m1(F[1], A[1], B[1], C[1], D[1], Sel);
    mux4t1_1b m2(F[2], A[2], B[2], C[2], D[2], Sel);
    mux4t1_1b m3(F[3], A[3], B[3], C[3], D[3], Sel);
    mux4t1_1b m4(F[4], A[4], B[4], C[4], D[4], Sel);
    mux4t1_1b m5(F[5], A[5], B[5], C[5], D[5], Sel);
    mux4t1_1b m6(F[6], A[6], B[6], C[6], D[6], Sel);
    mux4t1_1b m7(F[7], A[7], B[7], C[7], D[7], Sel);
endmodule
module logic_unit(
    output wire [7:0] F,
    input wire [7:0] A,
    input wire [7:0] B,
    input wire [1:0] Sel
);
    wire [7:0] and_out, or_out, xor_out, not_out;
    and8b u_and (and_out, A, B);
    or8b  u_or  (or_out, A, B);
    xor8b u_xor (xor_out, A, B);
    not8b u_not (not_out, A);
    mux4t1_8b mux_logic (
        .F(F),
        .A(and_out),     
        .B(or_out),      
        .C(xor_out),     
        .D(not_out),     
        .Sel(Sel)
    );
endmodule
module zero_flag_8b(
    input wire [7:0] in,
    output wire Z
);
    wire [6:0] nor_chain;
    nor nor0(nor_chain[0], in[0], in[1]);
    nor nor1(nor_chain[1], in[2], in[3]);
    nor nor2(nor_chain[2], in[4], in[5]);
    nor nor3(nor_chain[3], in[6], in[7]);
    nor nor4(nor_chain[4], nor_chain[0], nor_chain[1]);
    nor nor5(nor_chain[5], nor_chain[2], nor_chain[3]);
    nor nor6(Z, nor_chain[4], nor_chain[5]);
endmodule
module arithmetic_unit(
    input wire [7:0] A,
    input wire [7:0] B,
    input wire [1:0] ALU_Sel,   
    output wire [7:0] Result,
    output wire [3:0] NZVC
);
    wire [7:0] add_res, inc_res, sub_res, dec_res;
    wire cout_add, cout_inc, borrow_sub, borrow_dec;
    full_adder8b ADD(.A(A), .B(B), .Cin(1'b0), .S(add_res), .Cout(cout_add));
    incrementer8b INC(.A(A), .S(inc_res));
    subtractor8b SUB(.A(A), .B(B), .S(sub_res), .Borrow(borrow_sub));
    decrementer8b DEC(.A(A), .D(dec_res));
    mux4t1_8b MUX(.A(add_res), .B(inc_res), .C(sub_res), .D(dec_res), .Sel(ALU_Sel), .F(Result));
    wire Z;
    zero_flag_8b ZERO(.in(Result), .Z(Z));
    wire N = Result[7];   
    wire V = cout_add ^ add_res[7] ^ A[7] ^ B[7];
    wire C;
    assign C = (ALU_Sel == 2'b00) ? cout_add :
               (ALU_Sel == 2'b01) ? 1'b0 :   
               (ALU_Sel == 2'b10) ? ~borrow_sub :
               (ALU_Sel == 2'b11) ? 1'b0 :   
               1'b0;
    assign NZVC = {N, Z, V, C};
endmodule
module dlatch (output reg Q,Qn, 
               input wire C,D);
  always @ (C or D)
  	begin
  		if (C==1'b1)
  			begin
  				Q <= D;
  				Qn <= ~D;
  	    	end
  	end
endmodule
module dflipflop (output reg Q,Qn, 
                  input wire Clock, Reset, Preset, D);
  always @ (posedge Clock or negedge Reset or negedge Preset)
  	begin
	  	if (!Reset)
  			begin
  				Q <= 1'b0;
  				Qn <= 1'b1;
  			end
  		else if (!Preset)
  			begin
  				Q <= 1'b1;
  				Qn <= 1'b0;
  			end
  		else
  			begin
  				Q <= D;
  				Qn <= ~D;
  			end
  	end
endmodule
```

## run.sh

```bash
#!/bin/bash
# OpenROAD 26Q1-2900-gdf79404cd8, Yosys 0.63+post, stock flow scripts
make -C /OpenROAD-flow-scripts/flow DESIGN_CONFIG=/design/flow/config.mk WORK_HOME=/design/flow/orfs finish
```

==> out/qor.csv <==
metric,value,unit
area growth from synthesis to layout,88.2,%
overall via count from detail_route,451,
failing checks,negative setup slack,
TNS Setup,-0.433,ns
worst endpoint required time,1.12,ns
total count of hold-check failures in the final report,0,
synth warn,0,
tally of nets with antenna violations remaining after routing,0,
power density over the cells,247,mW/mm2
Max-area cell share,36.2,%
wire length per cell,10.1,um
estimated wirelength of the detail-placed design,1210,um
min cycle time layout,1.47,ns
CP Buf/Inv Count,3,
"Avg Cell Area, Syn",9.54,um2
"slowest stage delay, CP",0.45,ns
classification of the worst setup path,primary input to output port,
wire length of the first global-routing pass,2330,um
end point of the worst hold path,F[4],
cells in synth_stat.txt,58,
result of the run,finished with violations,
worst hold path stage count,4,
share of total power in combinational logic,100.0,%
"Core Util, Final",30.5,%
Register Area,0,um2
"Cell Chain, Critical Path",buf_8 -> inv_4 -> ha_4 -> mux4_2 -> buf_2,
fin worst setup slack,-0.0673,ns
relative slew slack,93.8,%
"Largest delay share family, worst path",multiplexers,
maximum number of pins on one net before global-route repair,5,
switching power of the nets,0.0000871,W
number of flip-flops and latches,0,
grt ovf,0,
Net Sw Frac,33.8,%
count of hold buffers inserted by post-cts repair,0,
Tightest Pin Transition,0.0927,ns
LEAKAGE,0.481,nW
placer congestion estimate,0.752,
Arrival @ worst endpoint,1.19,ns
number of top-level pins,26,
most area-consuming cells after synthesis,"sky130_fd_sc_hd__ha_1 36%, sky130_fd_sc_hd__mux4_2 33%, sky130_fd_sc_hd__inv_1 16%",
number of DRC markers in iteration 0,3,
total standard cell area after synthesis,553,um2
die boundary width,80,um
library cell occupying the most area in the post-synthesis netlist,sky130_fd_sc_hd__ha_1,
initial core utilization,16.2,%
number of global-route vias before repair,495,
"IR drop worst, VDD",0.0000911,V
Syn Inst Count,58,
tool warning count,43,
vertical die size,80,um
kind of capture point of the worst setup path,output port,
Final Routed Wirelength,1320,um
count of final max-slew check failures,0,
number of library cell types mapped by synthesis,5,
Pint,0.000171,W
period utilisation layout,105,%
number of maximum-capacitance constraint violations,0,
worst hold-check path type,primary input to output port,
number of antenna violations at the first check in global routing,0,
biggest fanout along the worst timing path,2,
worst slack on hold paths,1.00,ns
Std-Cell Rows,21,
fmax,682,MHz
fraction of power consumed by the clock network,0,%
register area share after synthesis,0,%
start point of the worst hold path,A[4],
Initial DRT Pass Iterations,2,
register share of total power,0,%
clock buffer count,0,
sort of element at the start of the critical path,primary input,
detailed-route DRC error count,0,
count of endpoints failing setup in the final report,8,
via-per-instance ratio,3.44,
diodes inserted,0,
Buffers on Ports,26,
Filler cells,346,
unrepaired setup endpoints after global routing,true,
GRT Overall Usage,4.23,%
Yosys Chip Area,553,um2
Die Size,0.00640,mm2
share of final-layout standard cells stronger than drive strength 1,81.2,%
cell with the largest stage delay on the worst path,sky130_fd_sc_hd__mux4_2,
core region area,0.00342,mm2
-- cells in the final DEF, fill, tap and decap left out, drive strengths merged --
master / count
buf: 37
ha: 16
inv: 24
mux4: 8
-- layout make-up --
class	count	area (um2)	share of cell area, %
multi-input combinational	24	480	46.2
timing repair buffer	37	373	35.8
inverter	24	130	12.5
tap	46	57.6	5.53
-- cells by family (layout without fill, tap and decap cells) --
kind of cell / Yosys count / after routing / synth area share [%]
multiplexers: 8 / 8 / 32.6
adder cells (fa/ha/maj): 16 / 16 / 36.2
buffers and inverters: 34 / 61 / 31.2
-- timing repair --
item,in CTS,in global routing
buffers inserted,3,0
setup endpoints to repair,8,8
hold endpoints to repair,0,0
resized,136,8
gates cloned,0,0
-- cell usage after synthesis --
master and number:
sky130_fd_sc_hd__mux4_2 8, sky130_fd_sc_hd__buf_4 8, sky130_fd_sc_hd__buf_6 2, sky130_fd_sc_hd__ha_1 16
sky130_fd_sc_hd__inv_1 24
-- how the worst max path moves through the flow --
stage / end / slack, ns / cells past startpoint / start
6_report: F[6] / -0.07 / 5 / B[6]
5_1_grt: F[6] / -0.10 / 5 / B[6]
4_1_cts: F[6] / -0.08 / 5 / B[6]
-- power by group through the flow --
stage	Combinational, W	Clock, W	Sequential, W
CTS	0.000257	0	0
global route	0.000292	0	0
finish	0.000258	0	0
-- per-layer routing --
metal  vias up  global-route usage [%]  wire [um]
li1        230                       -          -
met1       205                    5.40        546
met2        16                    7.14        642
met3         0                    1.48        132
met4         0                       0          0
met5         -                       0          0
-- through the flow --
step	instances	worst slack, ns	cell area (um2)	total power (W)
2_1_floorplan	58	-0.0102	691	0.000163
3_3_place_gp	128	-0.853	956	0.000247
3_5_place_dp	128	-0.881	956	0.000256
4_1_cts	131	-0.0799	1010	0.000257
5_1_grt	131	-0.100	1040	0.000292
6_report	131	-0.0673	1040	0.000258
Power figures rest on the tool's default switching activity, not on a simulated workload.
